--- flow/run.sh ---
#!/bin/bash
# OpenROAD 26Q1-2900-gdf79404cd8, Yosys 0.63+post, stock flow scripts
make -C /OpenROAD-flow-scripts/flow DESIGN_CONFIG=/design/flow/config.mk WORK_HOME=/design/flow/orfs finish
--- flow/config.mk ---
export PLATFORM = sky130hd
export DESIGN_NAME = encoder8x3_priority
export DESIGN_NICKNAME = encoder8x3_priority
export VERILOG_FILES = /design/flow/design.v
export SDC_FILE = /design/flow/constraint.sdc
export NUM_CORES = 4
export LEC_CHECK = 1
export CORE_AREA = 10 10 70 70
export DIE_AREA = 0 0 80 80
--- flow/constraint.sdc ---
current_design encoder8x3_priority

set clk_period 1.0
set clk_io_pct 0.2

create_clock -name clk0 -period $clk_period

set non_clock_inputs [all_inputs -no_clocks]
set_input_delay [expr $clk_period * $clk_io_pct] -clock clk0 $non_clock_inputs
set_output_delay [expr $clk_period * $clk_io_pct] -clock clk0 [all_outputs]
--- flow/design.v ---
module encoder8x3_priority (
    input  [7:0] in,      
    output reg [2:0] out,  
    output reg valid       
);
    always @(*) begin
        casex (in)
            8'b1???????: begin out = 3'b111; valid = 1; end  
            8'b01??????: begin out = 3'b110; valid = 1; end  
            8'b001?????: begin out = 3'b101; valid = 1; end  
            8'b0001????: begin out = 3'b100; valid = 1; end  
            8'b00001???: begin out = 3'b011; valid = 1; end  
            8'b000001??: begin out = 3'b010; valid = 1; end  
            8'b0000001?: begin out = 3'b001; valid = 1; end  
            8'b00000001: begin out = 3'b000; valid = 1; end  
            default:     begin out = 3'b000; valid = 0; end
        endcase
    end
endmodule
==> impl_metrics.csv <==
group,metric,value,unit
worst_setup_path,critPathMaxStageDelay,120,ps
routing,vias,142,
timing,worstMarginPinSlew,190,ps
routing,antennaDiodeCount,0,
worst_setup_path,cp_top_family,"buffers and inverters",
worst_setup_path,endpoint_kind,"primary output",
global_route,antenna_found_initial,0,
routing,wire_per_inst,5.75,um
worst_setup_path,slowest_stage,"buf_2",
die,rows,21,
timing,setup_violations,0,
synthesis,yosys_cells,12,
die,fp_util,1.94,%
worst_setup_path,crit_chain,"buf_2 > nor2_4 > buf_6 > nand4_1 > buf_2",
worst_setup_path,worstPathArrival,740,ps
synthesis,synth_warnings,1,
timing,hold_viol_final,0,
worst_setup_path,crit_buf_inv,3,
placement,gp_congestion,0.759,
layout,final_cell_area,250,um^2
global_route,grt_pass1_vias,130,
timing,rsz0062_at_grt,"no",
synthesis,synth.most_common_cell,"nor2_1",
clock_network,cts_hold_buf,0,
synthesis,yosysSeqAreaShare,0,%
synthesis,topCellsByArea,"nor2_1, o31ai_2, a21oi_2",
synthesis,syn_area,66.3,um^2
worst_setup_path,critical_path.startpoint_type,"primary input",
timing,period_minus_slack,942,ps
synthesis,syn-instance-count,12,
die,fp.dieW,80,um
global_route,grt_max_degree,4,
global_route,grt_pass1_wl,621,um
power_and_ir_drop,vdd_drop_max,0.0261,mV
timing,fin_crit_sh,94.2,%
worst_setup_path,worstSetupPathDepth,5,
placement,io_buffers,12,
routing,drtPass1Iterations,1,
die,die-area,0.00640,mm^2
timing,max_freq,1.06,GHz
min_path,hold_path_depth,3,
synthesis,yosysChipArea,66.3,um^2
worst_setup_path,critical_path_class,"primary input to primary output",
worst_setup_path,cpMostUsedCell,"buf_2",
power_and_ir_drop,power.leakage,0.0880,nW
global_route,gr-total-overflow,0,
flow_run,tool_warnings,32,
worst_setup_path,cp_max_fo,2,
routing,totalWireLength,420,um
min_path,hp-class,"primary input to primary output",
timing,slew_headroom,87.2,%
synthesis,syn_avg_cell_area,5.53,um^2
worst_setup_path,required,800,ps
flow_run,maxCapViolCount,0,
synthesis,top_cell_area_share,22.6,%
die,core_area,0.00342,mm^2
layout,clock_buffers,0,
power_and_ir_drop,power_density,279,mW/mm^2
timing,slew_viol_final,0,
routing,via_per_inst,1.95,
layout,seqCellArea,0,um^2
routing,drtIter0Drc,0,
layout,drive_gt1_share,77.8,%
die,ios,12,
routing,drc_errors,0,
synthesis,largest_area_cell,"nor2_1",
power_and_ir_drop,power,0.0699,mW
global_route,grt_use_total,1.13,%
routing,antenna_left,0,
synthesis,ys_types,9,
placement,place_area,251,um^2
layout,flops,0,
layout,synthToLayoutAreaGrowth,277,%
die,die-height,80,um
status,status,"finished, final reports clean",
==> cell type report <==
type	instances	area [um^2]
Fill cell	411	3170
Inverter	2	8.76
Multi-Input combinational cell	10	82.6
Tap cell	46	57.6
Timing Repair Buffer	15	101
==> worst min-delay path, stage by stage <==
cell and delay (ps):
buf_2 110, o31ai_2 60, buf_2 110
==> path summary, 6_finish.rpt <==
| kind | startpoint | end | slack [ps] |
|---|---|---|---|
| worst max-delay path | in[7] | valid | 60 |
| worst min-delay path | in[4] | out[0] | 680 |
==> cells by family after synthesis <==
group / count (synthesis) / synth area share (%)
and+or+nand+nor: 6 / 37.7
AOI/OAI and AO/OA: 4 / 50.9
buffers and inverters: 2 / 11.3
==> placed cells by master (no fill, tap or decap) <==
cell type        instances
o31ai_1                  1
clkdlybuf4s15_1          1
nand4_1                  1
nor2_4                   2
buf_6                    2
nand2_1                  1
buf_2                    9
dlygate4sd2_1            1
a21oi_2                  2
inv_1                    1
nor2_2                   2
buf_4                    2
o31ai_2                  1
clkinv_2                 1
==> power by group <==
group | switching (mW) | total, mW | internal (mW)
clock | 0 | 0 | 0
sequential | 0 | 0 | 0
combinational | 0.0309 | 0.0699 | 0.0391
==> what timing repair did <==
item,4_1_cts,5_1_grt
setup endpoints to repair,4,2
resized,44,7
setup buffers,4,0
pin swaps,7,3
==> routing by layer <==
layer | GRT usage, % | routed length [um]
met5 | 0 | 0
met4 | 0 | 0
met3 | 0.568 | 89
met2 | 1.20 | 113
met1 | 1.91 | 217
==> through the flow <==
stage	setup TNS (ps)	utilization (%)	std cells	worst slack, ps	hold slack (ps)
after floorplan	0	-	12	374	433
after global placement	-2360	7.36	71	-636	1400
after detailed placement	-2390	7.36	71	-665	1400
after CTS	0	7.22	73	9.12	683
after global routing	0	7.33	73	5.64	705
final	0	7.33	73	58.2	679
No activity file was given, so power comes from the tool's default toggle rates.
