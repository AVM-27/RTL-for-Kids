==> design/flow/design.v <==
module encoder8x3 (
    input  [7:0] in,      
    output reg [2:0] out,  
    output reg valid       
);
    always @(*) begin
        case (in)
            8'b00000001: begin out = 3'b000; valid = 1; end
            8'b00000010: begin out = 3'b001; valid = 1; end
            8'b00000100: begin out = 3'b010; valid = 1; end
            8'b00001000: begin out = 3'b011; valid = 1; end
            8'b00010000: begin out = 3'b100; valid = 1; end
            8'b00100000: begin out = 3'b101; valid = 1; end
            8'b01000000: begin out = 3'b110; valid = 1; end
            8'b10000000: begin out = 3'b111; valid = 1; end
            default:     begin out = 3'b000; valid = 0; end
        endcase
    end
endmodule
==> design/flow/config.mk <==
export PLATFORM = sky130hd
export DESIGN_NAME = encoder8x3
export DESIGN_NICKNAME = encoder8x3
export VERILOG_FILES = /design/flow/design.v
export SDC_FILE = /design/flow/constraint.sdc
export NUM_CORES = 4
export LEC_CHECK = 1
export CORE_AREA = 10 10 70 70
export DIE_AREA = 0 0 80 80
==> design/flow/constraint.sdc <==
current_design encoder8x3

set clk_period 1.4
set clk_io_pct 0.2

create_clock -name clk0 -period $clk_period

set non_clock_inputs [all_inputs -no_clocks]
set_input_delay [expr $clk_period * $clk_io_pct] -clock clk0 $non_clock_inputs
set_output_delay [expr $clk_period * $clk_io_pct] -clock clk0 [all_outputs]
==> design/flow/run.sh <==
#!/bin/bash
# OpenROAD 26Q1-2900-gdf79404cd8, Yosys 0.63+post, stock flow scripts
make -C /OpenROAD-flow-scripts/flow DESIGN_CONFIG=/design/flow/config.mk WORK_HOME=/design/flow/orfs finish
==> results.cfg <==
; implementation run metrics
[status]
outcome = finished with violations
failed_checks = setup timing

[layout]
clock_buffers = 0
syn_to_final_growth_pct = 166.5
fillCellCount = 391
lay_top_count = buf_4
regArea_um2 = 0
mostFrequentLayoutCells = buf_4 (11), buf_6 (7), buf_2 (7)
layout.area.comb_um2 = 251.5
drive_gt1_frac = 0.7222
fin_area_um2 = 546.8
post-route-util = 0.1601
flops = 0

[die]
rows = 21
fp.coreArea_um2 = 3416
die_h_um = 80
die_w_um = 80
fp_util = 0.06007
die_area_um2 = 6400
io_pins = 12

[final_timing]
drv_slew = 0
rsz0062_at_grt = yes
tns_ns = -0.6807
hold_viol_final = 0
fin_ws_ns = -0.3835
worstMarginPinSlew_ns = 0.3146
min_period_over_period = 1.274
clock.fmax_ghz = 0.5607
relSlewSlack = 0.7884
finalSetupViolCount = 3
finalWorstPathRequiredPeriod_ns = 1.783

[drt]
vias = 323
wl_per_cell_um = 10.15
vias_per_cell = 3.230
postRouteAntennaNets = 0
first_pass_iters = 4
drc = 0
drt_iter0_drc = 25
wl_mm = 1.015
diodes = 0

[critical_path]
cp-start-kind = primary input
crit_type = primary input to output port
cp.required_ns = 1.12
worst-path-max-fanout = 4
critPathArrivalTime_ns = 1.50
cp-end-kind = output port

[placement]
place.gp.congestion = 0.7434
port_buffers = 12
dpl-instance-area_um2 = 439.2
hpwl_um = 700.4
pre_cts_ws_ns = -1.046

[power]
leakage_uw = 0.0002361
ir_worst_vdd_mv = 0.05491
powerDensity_nw_per_um2 = 266.6
total_power_uw = 145.8

[global_route]
grt_max_degree = 7
grt_pass1_vias = 342
grt.total_usage = 0.03073
grt_pass1_wl_mm = 1.662
overflow = 0
antenna_found_initial = 0

[synthesis]
syn_area_um2 = 205.2
yosys-stat-cells = 28
syn_area_per_cell_um2 = 7.328
netlist_instances = 28
ys_area_um2 = 205.2
seq_area_frac_synth = 0
yosys_warnings = 1
yosysUniqueCellTypes = 19

[min_path]
hp-class = primary input to output port
whs_path_depth = 3
min_to = out[0]
hp-start = in[0]

[run]
warnings = 35
cap_violations = 0

[clock_network]
ctsHoldBuffers = 0
==> metal layers <==
layer | part of all wire | up-vias | track usage
met5 | 0 | - | 0
met4 | 0 | 0 | 0.001761
met2 | 0.38 | 12 | 0.04093
li1 | - | 169 | -
met3 | 0.12 | 0 | 0.01364
met1 | 0.50 | 142 | 0.04557
==> cell type report <==
type	instances	share of cell area
multi-input combinational	26	0.4600
timing repair buffer	28	0.4348
tap	46	0.1053
==> cell families (layout without fill, tap and decap cells) <==
| family | count (synthesis) | after routing | synth area share |
|---|---|---|---|
| xor gates and xnor gates | 3 | 3 | 0.1281 |
| AOI/OAI and AO/OA | 11 | 11 | 0.3598 |
| and+or+nand+nor | 12 | 12 | 0.4208 |
| buffers and inverters | 2 | 28 | 0.09147 |
==> Yosys cell counts <==
cell type | instances | share of area
a21o_1 | 1 | 0.037
and2_1 | 1 | 0.031
buf_4 | 1 | 0.037
buf_6 | 1 | 0.055
nand2_1 | 1 | 0.018
nand2b_1 | 1 | 0.031
nor2_1 | 1 | 0.018
nor4_1 | 3 | 0.091
nor4_2 | 1 | 0.061
o211a_1 | 1 | 0.049
o21ai_0 | 5 | 0.12
o22ai_1 | 1 | 0.031
o311a_1 | 1 | 0.049
o31ai_1 | 2 | 0.073
or2_2 | 1 | 0.031
or3b_1 | 1 | 0.043
or4b_1 | 2 | 0.098
xnor2_1 | 2 | 0.085
xor2_1 | 1 | 0.043
==> metrics by stage <==
step | hold slack, ns | cells
after floorplan | 0.5750 | 28
after global placement | 1.546 | 94
after detailed placement | 1.537 | 94
after CTS | 0.8208 | 100
after global routing | 0.8189 | 100
final | 0.7961 | 100
==> timing repair <==
item	in CTS	in global routing
setup endpoints to repair	4	4
gates resized	62	10
pin swaps	12	7
setup buffers	6	0
==> where the power goes <==
group	internal [µW]	total [µW]	switching, µW
registers	0	0	0
logic	86.9	146	58.9
clock network	0	0	0
==> critical path: stages <==
cell     delay (ns)
buf_8          0.10
or4b_4         0.52
o311a_1        0.15
nor4_2         0.26
a21o_1         0.11
buf_2          0.09
==> worst max-delay path by stage <==
stage	startpoint	slack (ns)	cells after the start	to
6_report	in[3]	-0.38	6	valid
4_1_cts	in[3]	-0.42	6	valid
5_1_grt	in[3]	-0.49	6	valid
Power is estimated from default activity; no workload was simulated.
